**/design/flow/run.sh**
```bash
#!/bin/bash
# OpenROAD 26Q1-2900-gdf79404cd8, Yosys 0.63+post, stock flow scripts
make -C /OpenROAD-flow-scripts/flow DESIGN_CONFIG=/design/flow/config.mk WORK_HOME=/design/flow/orfs finish
```
**/design/flow/config.mk**
```make
export PLATFORM = sky130hd
export DESIGN_NAME = ALUNbit
export DESIGN_NICKNAME = ALUNbit
export VERILOG_FILES = /design/flow/design.v
export SDC_FILE = /design/flow/constraint.sdc
export NUM_CORES = 4
export LEC_CHECK = 1
export CORE_AREA = 10 10 92 92
export DIE_AREA = 0 0 102 102
```
**/design/flow/constraint.sdc**
```tcl
current_design ALUNbit

set clk_period 4.9
set clk_io_pct 0.2

create_clock -name clk0 -period $clk_period

set non_clock_inputs [all_inputs -no_clocks]
set_input_delay [expr $clk_period * $clk_io_pct] -clock clk0 $non_clock_inputs
set_output_delay [expr $clk_period * $clk_io_pct] -clock clk0 [all_outputs]
```
**/design/flow/design.v**
```verilog
module ALUNbit(A,B,Sel,Y,Zero,Cout,Borrow);
parameter N=8;
input [N-1:0] A,B;
input [3:0] Sel;
output reg [N-1:0] Y;
output reg Zero,Cout,Borrow;
always @(*)
begin
    case (Sel)
        4'b0000: begin{Cout,Y}=A+B;Borrow=0;end       
        4'b0001: begin
            Y=A-B;
            Cout=0;                                   
            Borrow= (A<B)?1:0;end 
        4'b0010: begin Y=A&B;Cout=0;Borrow=0;end      
        4'b0011: begin Y=A|B;Cout=0;Borrow=0;end      
        4'b0100: begin Y=A^B;Cout=0;Borrow=0;end      
        default: begin Y=0;Cout=0;Borrow=0;end 
    endcase
    Zero=(Y==0)? 1'b1:1'b0;
end
endmodule
```
==> impl_metrics.py <==
# Generated from Yosys and OpenROAD reports
metrics = {
    "run_status": {
        "outcome": "finished clean",
    },
    "sta": {
        "slew_violations": 0,
        "rsz0062_at_grt": "no",
        "final_hold_viol_count": 0,
        "fin_crit_sh_pct": 96.9,
        "finalSetupViolCount": 0,
        "post-route-min-period_ns": 4.75,
        "max_slew.worst_pin.slew_ns": 0.619,
        "maxSlewHeadroom_pct": 58.1,
        "fmax_ghz": 0.211,
    },
    "finish": {
        "fin_cells": 310,
        "fill_cells": 712,
        "syn2layout_area_growth_pct": 48.8,
        "design.seq.count": 0,
        "drive_gt1_share_pct": 22.3,
        "final_cell_mix": "buf_4, clkdlybuf4s50_1, inv_1, ha_1, nor2_1",
        "layout.area.comb_um2": 1130,
        "clock_buffers": 0,
        "lay_top_count": "buf_4",
        "regArea_um2": 0,
    },
    "global_route": {
        "grt_start_max_net_pins": 13,
        "track_usage_pct": 7.86,
        "grt_overflow": 0,
        "use_met2_pct": 11.9,
        "met3_usage_pct": 2.45,
        "antenna_found_initial": 0,
        "first_global_vias": 1467,
        "grt-busiest-layer": "met2",
        "grtUsageMet1_pct": 11.3,
        "grt_pass1_wl_mm": 6.86,
    },
    "synth": {
        "syn_area_um2": 1270,
        "synth.avg_cell_area_um2": 7.15,
        "topCombFamilyByArea": "simple AND/OR/NAND/NOR gates",
        "netlist_instances": 177,
        "simple_gate_share_pct": 29.6,
        "yosys.area_share.adder_pct": 26.9,
        "yosys-stat-area_um2": 1270,
        "synth-cells-yosys": 177,
        "ys_seq_share_pct": 0,
        "ys_warn_count": 1,
        "synthXorXnorAreaFrac_pct": 1.38,
        "synth-compound-area-share_pct": 26.1,
        "synth.distinct_cells": 49,
        "ys_sh_mux_pct": 3.16,
    },
    "power": {
        "p_leak_uw": 0.000871,
        "power.density_nw_per_um2": 96.6,
        "max-vdd-ir-drop_v": 0.0000458,
        "p_total_uw": 182,
    },
    "floorplanning": {
        "fp_util_pct": 19.6,
        "rows": 29,
        "core_area_um2": 6460,
        "die_w_um": 102,
        "die_h_um": 102,
        "pin_count": 31,
        "chipArea_um2": 10400,
    },
    "min_path": {
        "min_from": "B[7]",
        "hp-class": "in -> out",
        "min_path_cells": 5,
        "hold_end": "Borrow",
    },
    "worst_setup_path": {
        "required_ns": 3.92,
        "cp-start-kind": "input port",
        "path_class": "in -> out",
        "cpMaxStageDelayCell": "clkdlybuf4s50_1",
        "cp_cell_sequence": "clkdlybuf4s50_1, inv_1, ha_1, fa_2, o21ba_2, or4_1, o211ai_1, buf_4, nand3_1, o21ai_2, buf_4, clkdlybuf4s50_1",
        "path_delay_family": "buffers and inverters",
        "crit_fanout": 2,
        "cp-end-kind": "output pin",
        "worst-path-buf-inv": 5,
        "critical_path_arrival_ns": 3.77,
        "max_stage_delay_ns": 0.48,
    },
    "detailed_routing": {
        "vias_per_cell": 4.53,
        "post-route-drc-count": 0,
        "n_antenna_cell": 0,
        "drtAntennaViolNets": 0,
        "routedWlPerCell_um": 12.8,
        "num_vias": 1403,
        "dr.pass1.iters": 4,
        "drt_iter0_drc": 89,
        "wirelength_mm": 3.96,
    },
    "placed_design": {
        "portBuffers": 31,
        "place_congestion": 0.920,
        "place_inst": 309,
        "hpwl_mm": 3.43,
    },
    "flow_run": {
        "warning_count": 48,
        "maxCapViolations": 0,
    },
}
[metal layers]
| layer | part of all wire, % | vias up |
|---|---|---|
| met4 | 0 | 0 |
| met3 | 9.1 | 0 |
| li1 | - | 749 |
| met5 | 0 | - |
| met2 | 42 | 32 |
| met1 | 49 | 622 |
[logic make-up (layout without fill, tap and decap cells)]
group,after synthesis,after routing
compound gates,47,47
buf+inv,33,89
fa+ha+maj,26,26
xor+xnor,2,2
mux,4,4
simple gates,65,65
[tightest hold or removal path: stages]
cell and delay, ns:
clkdlybuf4s50_1 0.42, inv_1 0.09, ha_1 0.14, nor3_1 0.05
clkdlybuf4s50_1 0.40
[timing repair]
action,4_1_cts,5_1_grt
gates resized,6,3
setup endpoints to repair,2,3
hold buffers,0,0
pin swaps,1,2
setup buffers,0,1
[per-stage QoR]
step	instance area, um2	worst slack [ns]	setup TNS, ns	utilization, %	hold WS [ns]
after floorplan	1270	0.983	0	-	2.11
after global placement	1850	-0.199	-0.199	28.6	3.07
after detailed placement	1850	-0.219	-0.219	28.6	3.06
after CTS	1870	0.0586	0	29.0	3.07
after global routing	1880	0.0105	0	29.2	3.14
final	1880	0.151	0	29.2	3.05
[cell usage after synthesis (all sizes together), types with 2 or more instances]
cell,n,area share (%)
or4,4,2.7
inv,24,7.1
a22oi,2,1.2
nand3b,3,1.8
ha,24,24
nor2,15,4.6
nor3b,2,1.2
o21a,3,1.8
nand2,11,3.3
o21ai,7,2.8
o211ai,4,2.4
nor2b,4,2.0
nand4,3,1.5
a22o,2,1.5
nand2b,2,0.99
o221ai,3,2.1
and2,2,0.99
nor3,7,3.6
and3,2,1.1
or4b,2,1.6
o21ba,3,2.4
mux2i,4,3.2
a21oi,10,4.0
nand3,2,0.79
fa,2,3.2
xnor2,2,1.4
nor4,4,2.5
o31ai,2,1.2
buf,7,5.1
o22ai,2,0.99
clkbuf,2,0.59
a211oi,2,1.2
o21bai,2,1.2
[worst max-delay path by stage]
stage	from	to	slack (ns)	cells after the start
CTS	A[0]	Y[6]	0.06	12
global route	A[0]	Zero	0.01	11
finish	A[0]	Y[6]	0.15	12
[report_power, final]
group | internal [uW] | switching (uW)
Sequential | 0 | 0
Clock | 0 | 0
Combinational | 101 | 81.1
Total | 101 | 81.1
[final cells by class]
| type | instances | area share, % |
|---|---|---|
| inverter | 24 | 4.78 |
| multi-input combinational | 144 | 60.0 |
| tap | 77 | 5.11 |
| timing repair buffer | 65 | 30.1 |
No activity file was given, so power comes from the tool's default toggle rates.
