<file path="design/flow/run.sh">
#!/bin/bash
# OpenROAD 26Q1-2900-gdf79404cd8, Yosys 0.63+post, stock flow scripts
make -C /OpenROAD-flow-scripts/flow DESIGN_CONFIG=/design/flow/config.mk WORK_HOME=/design/flow/orfs finish
</file>
<file path="design/flow/config.mk">
export PLATFORM = sky130hd
export DESIGN_NAME = TrafficSignalController
export DESIGN_NICKNAME = TrafficSignalController
export VERILOG_FILES = /design/flow/design.v
export SDC_FILE = /design/flow/constraint.sdc
export NUM_CORES = 4
export LEC_CHECK = 1
export CORE_AREA = 10 10 100 100
export DIE_AREA = 0 0 110 110
</file>
<file path="design/flow/constraint.sdc">
current_design TrafficSignalController

set clk_period 3.3
set clk_io_pct 0.2

create_clock -name clk0 -period $clk_period [get_ports {clk}]

set non_clock_inputs [all_inputs -no_clocks]
set_input_delay [expr $clk_period * $clk_io_pct] -clock clk0 $non_clock_inputs
set_output_delay [expr $clk_period * $clk_io_pct] -clock clk0 [all_outputs]
</file>
<file path="design/flow/design.v">
module TrafficSignalController(
    input clk,        
    input rst,          
    output reg A_red, 
    output reg A_yellow, 
    output reg A_green_ls, 
    output reg A_green,
    output reg  B_red, 
    output reg B_yellow, 
    output reg B_green_ls, 
    output reg B_green,
    output reg C_red, 
    output reg C_yellow, 
    output reg C_green_ls, 
    output reg C_green,
    output reg D_red, 
    output reg D_yellow,
    output reg D_green_ls, 
    output reg D_green
);
parameter GREEN_TIME_ALL = 5;  
parameter GREEN_TIME_LS  = 10;  
parameter YELLOW_TIME    = 2;   
parameter A_C_GREEN_LS= 4'b0000; 
parameter A_GREEN     = 4'b0001;
parameter A_YELLOW    = 4'b0010;
parameter B_D_GREEN_LS= 4'b0011; 
parameter B_GREEN     = 4'b0100;
parameter B_YELLOW    = 4'b0101;
parameter C_GREEN     = 4'b0110;
parameter C_YELLOW    = 4'b0111;
parameter D_GREEN     = 4'b1000;
parameter D_YELLOW    = 4'b1001;
reg [3:0] currentState, nextState;
reg [7:0] timer;
always @(posedge clk) begin
    if (rst) 
    begin
        currentState <= A_GREEN;
        timer <= 0;
    end
    else begin
        currentState <= nextState;
        if (currentState != nextState)
            timer <= 0;
        else if (timer < 8'd255) 
            timer <= timer + 1;
    end
end
always @(*) 
begin
    nextState = currentState;
    case (currentState)
        A_GREEN:      nextState = (timer >= GREEN_TIME_ALL ) ? A_C_GREEN_LS : A_GREEN;
        A_C_GREEN_LS: nextState = (timer >= GREEN_TIME_LS ) ? A_YELLOW: A_C_GREEN_LS;
        A_YELLOW:     nextState = (timer >= YELLOW_TIME) ? C_GREEN : A_YELLOW;
        C_GREEN:      nextState = (timer >= GREEN_TIME_ALL ) ? C_YELLOW : C_GREEN;
        C_YELLOW:     nextState = (timer >= YELLOW_TIME) ? B_GREEN : C_YELLOW;
        B_GREEN:      nextState = (timer >= GREEN_TIME_ALL ) ? B_D_GREEN_LS : B_GREEN;
        B_D_GREEN_LS: nextState = (timer >= GREEN_TIME_LS  ) ? B_YELLOW : B_D_GREEN_LS;
        B_YELLOW:     nextState = (timer >= YELLOW_TIME) ? D_GREEN : B_YELLOW;
        D_GREEN:      nextState = (timer >= GREEN_TIME_ALL  ) ? D_YELLOW : D_GREEN;
        D_YELLOW:     nextState = (timer >= YELLOW_TIME) ? A_GREEN : D_YELLOW;
        default:      nextState = A_GREEN;
    endcase
end
always @(*) begin
    A_red = 0; A_yellow = 0; A_green = 0; A_green_ls = 0;
    B_red = 0; B_yellow = 0; B_green = 0; B_green_ls = 0;
    C_red = 0; C_yellow = 0; C_green = 0; C_green_ls = 0;
    D_red = 0; D_yellow = 0; D_green = 0; D_green_ls = 0;
    case (currentState)
        A_GREEN: 
        begin
            A_green = 1; B_red = 1; C_red = 1; D_red = 1;
        end
        A_C_GREEN_LS: 
        begin
            A_green_ls = 1; B_red = 1; C_green_ls=1; D_red=1;
        end
        A_YELLOW: 
        begin
            A_yellow = 1; B_red = 1; C_green_ls=1; D_red=1;
        end
        C_GREEN: 
        begin
            A_red = 1; B_red = 1; C_green=1; D_red=1;
        end
        C_YELLOW: 
        begin
            A_red = 1; B_red = 1; C_yellow=1; D_red=1;
        end
        B_GREEN: 
        begin
            A_red = 1; B_green = 1; C_red = 1; D_red=1;
        end
        B_D_GREEN_LS: 
        begin
            A_red = 1; B_green_ls = 1; C_red=1; D_green_ls=1;
        end
        B_YELLOW: 
        begin
            A_red = 1; B_yellow = 1; C_red=1; D_green_ls=1;
        end
        D_GREEN: 
        begin
            A_red = 1; B_red = 1; C_red=1; D_green=1;
        end
        D_YELLOW: 
        begin
            A_red = 1; B_red = 1; C_red=1; D_yellow=1;
        end
        default:
        begin
        end
    endcase
end
endmodule
</file>
==> results.yml <==
# yosys + openroad results
status:
  status: "completed"
clocking:
  clk_pin_slew_ps: 90
  cts_tree: "done"
  cts_setup_buffers: 0
  cts_sinks: 28
  post_cts_resized: 0
  cts_buffer_depth: 2
  cts-root-buf: "clkbuf_8"
  cts_made_buffers: 3
  clock_latency_ps: 270
  postCtsHoldBufs: 0
  cts-htree-levels: 1
sta:
  hold_viol: 0
  finalCritPeriodShare_pct: 71.98
  rsz0062_at_grt: "false"
  finalClockSkew_ps: 5.443
  slew_violations: 0
  worstMarginPinSlew_ps: 679.7
  setup_slack_ps: 924.7
  finalSetupTns_ps: 0
  fmax_mhz: 421.0
  finalCriticalPeriod_ps: 2375
  setup_viol: 0
  relSlewSlack_pct: 54.27
routing:
  drt-total-wl_um: 2722
  drt_iter0_markers: 102
  antennaDiodeCount: 0
  drtAntennaViolNets: 0
  vias: 1064
  drc_errors: 0
  firstDrtPassIters: 4
  via_per_inst: 4.000
  wire_per_inst_um: 10.23
floorplan:
  rows: 32
  fp.dieW_um: 110
  fp_util_pct: 16.67
  core-area_um2: 7807
  die_h_um: 110
  die_area_um2: 12100
  pin_count: 18
logic_synthesis:
  yosysTopAreaCell: "dfxtp_1"
  area_leaders: "dfxtp_1, ha_1, a21oi_1"
  yosys.area.top_type_share_pct: 43.08
  ys_cells: 146
  yosys_warnings: 1
  top_cells_by_count: "dfxtp_1, nor2_1, nand2_1"
  yosysMostFrequentCell: "dfxtp_1"
  ys_sh_xor_pct: 0.6731
  ys_seq_share_pct: 43.08
  simple_gate_share_pct: 27.50
  netlist_instances: 146
  compound_area_share_pct: 18.85
  synth.logic.top_family: "simple AND/OR/NAND/NOR gates"
  flop_cell: "dfxtp_1"
  ys_sh_mux_pct: 0.8654
  ys_area_um2: 1301
  edf_count: 0
  ys.flops: 28
  synthDistinctLibCells: 45
  async_reset_ff_share_pct: 0
  netlist_area_um2: 1301
  fa_ha_area_share_pct: 3.846
  avgSynthCellArea_um2: 8.913
power_and_ir_drop:
  p_int_uw: 603.4
  ir_drop_mv: 0.1421
  clockPowerShare_pct: 32.9
  p_leak_nw: 0.5936
  switching_share_pct: 24.67
  power_uw: 801.0
  pwr-share-comb_pct: 19.1
  p_seq_share_pct: 47.9
  p_sw_uw: 197.6
  power.density_nw_per_um2: 485.0
min_path:
  hold_class: "register to register"
setup_path:
  regToRegSetupSlack_ps: 920
  startpoint_type: "register"
  crit_type: "register to register"
  cp.arrival_ps: 2590
  cp_data_required_time_ps: 3520
  end_kind: "register"
  worst-path-max-fanout: 9
global_routing:
  grt_pass1_vias: 1027
  grt_pass1_wl_um: 4719
  grt_max_degree: 17
  antenna_found_initial: 0
  grt_use_total_pct: 4.600
  overflow: 0
cells_and_area:
  largestRegisters: "timer: 8 flops, currentState: 4 flops"
  area_delta_synth_final_pct: 26.92
  largest_reg_flops: 8
  drive_gt1_share_pct: 10.98
  fin_area_um2: 1652
  regMostFlops: "timer"
placed_design:
  routabilityCongestion: 0.8505
  dpl_worst_slack_ps: 970.0
  port_buffers: 17
  dpl.hpwl_um: 2049
  placed_area_um2: 1580
job:
  drv_cap: 0
  warning_count: 28
-- cell families (layout without fill, tap and decap cells) --
family / Yosys count / in the layout
compound gates: 34 / 34
xor+xnor: 1 / 1
fa+ha+maj: 4 / 4
buf+inv: 14 / 29
flops: 28 / 28
mux: 1 / 1
other cells: 1 / 4
simple gates: 63 / 63
-- stage by stage --
step	hold WS [ps]	cells	utilization, %
5_1_grt	638.4	266	21.15
4_1_cts	598.0	266	21.15
3_5_place_dp	573.6	262	20.24
2_1_floorplan	543.0	149	-
6_report	591.6	266	21.15
3_3_place_gp	566.1	262	20.24
-- layer usage --
metal  vias to the layer above  global-route usage (%)  wire length [µm]
met3                         4                  0.9401               173
met2                        37                   7.197              1238
met5                         -                       0                 0
met1                       472                   6.250              1230
met4                         0                   1.487                80
li1                        551                       -                 -
-- worst paths after layout --
kind / from / endpoint / depth (start not counted)
hold reg to reg: timer[0] / timer[0] / 2
setup / recovery: timer[4] / A_green / 6
setup reg to reg: timer[4] / A_green / 6
hold / removal: timer[0] / timer[0] / 2
-- placed cells by master, fill, tap and decap left out, types with 2 or more instances in the layout --
cell type	instances
dfxtp_1	28
clkdlybuf4s50_1	17
nor2_1	12
nand2_1	11
o21ai_0	9
a21oi_1	9
nor3_1	8
inv_1	7
and3_1	5
nand2b_1	4
nand3_1	4
ha_1	4
conb_1	4
nor4_1	3
and2_1	3
clkbuf_8	3
o31a_1	2
nor2b_1	2
a31oi_1	2
nor3b_1	2
-- power by group through the flow --
stage | Combinational (mW) | Clock [mW] | Sequential (mW)
4_1_cts | 0.156 | 0.274 | 0.384
5_1_grt | 0.174 | 0.287 | 0.389
6_report | 0.153 | 0.264 | 0.384
-- layout make-up --
type	count	area (µm²)
fill	843	6156
multi-input combinational	107	688.2
sequential	28	560.5
timing repair buffer	18	177.7
tap	102	127.6
clock buffer	3	41.29
clock inverter	1	30.03
inverter	7	26.28
-- worst max-delay path, stage by stage (launching register included) --
cell and delay [ps]:
dfxtp_1 330, nor4_1 620, and2_1 250, mux2_2 380, nor3_4 350, nor2b_1 230
a31o_2 160
No activity file was given, so power comes from the tool's default toggle rates.
