==> ./design.v <==
module fulladder(A,B,Cin,Cout,Sum);
input A,B,Cin;
output Sum,Cout;
assign Sum=A^B^Cin;
assign Cout=(A&B)|((A^B)&Cin);
endmodule
module rippleadder_4bit(A,B,Cin,Sum,Cout);
input [3:0]A,B;
input Cin;
output [3:0]Sum;
output Cout;
wire [2:0] C;
fulladder f1(.A(A[0]), .B(B[0]), .Cin(Cin), .Sum(Sum[0]), .Cout(C[0]));
fulladder f2(.A(A[1]), .B(B[1]), .Cin(C[0]), .Sum(Sum[1]), .Cout(C[1]));
fulladder f3(.A(A[2]), .B(B[2]), .Cin(C[1]), .Sum(Sum[2]), .Cout(C[2]));
fulladder f4(.A(A[3]), .B(B[3]), .Cin(C[2]), .Sum(Sum[3]), .Cout(Cout));
endmodule
==> ./run.sh <==
#!/bin/bash
# OpenROAD 26Q1-2900-gdf79404cd8, Yosys 0.63+post, stock flow scripts
make -C /OpenROAD-flow-scripts/flow DESIGN_CONFIG=/design/flow/config.mk WORK_HOME=/design/flow/orfs finish
==> ./config.mk <==
export PLATFORM = sky130hd
export DESIGN_NAME = rippleadder_4bit
export DESIGN_NICKNAME = rippleadder_4bit
export VERILOG_FILES = /design/flow/design.v
export SDC_FILE = /design/flow/constraint.sdc
export NUM_CORES = 4
export LEC_CHECK = 1
export CORE_AREA = 10 10 70 70
export DIE_AREA = 0 0 80 80
==> ./constraint.sdc <==
current_design rippleadder_4bit

set clk_period 3.8
set clk_io_pct 0.2

create_clock -name clk0 -period $clk_period

set non_clock_inputs [all_inputs -no_clocks]
set_input_delay [expr $clk_period * $clk_io_pct] -clock clk0 $non_clock_inputs
set_output_delay [expr $clk_period * $clk_io_pct] -clock clk0 [all_outputs]
==> out/results.tsv <==
stage	metric	value	unit
cells_and_area	sequential_cell_total	0	
worst_setup_path	worst_setup_ep_type	output pin	
die	dieWidth	80	um
detailed_routing	route.vias.total	126	
worst_setup_path	timing.critical_path.slowest_cell_delay	0.46	ns
placement	place.port_buffers	14	
worst_setup_path	cp-start-kind	input pin	
timing	max_freq	283	MHz
detailed_routing	antenna_cells_inserted	0	
synth	yosysWarningCount	0	
cells_and_area	layout-drive-gt1-share	28.6	%
timing	timing.setup.tns	0	ns
detailed_routing	post_detailed_route_via_to_cell_ratio	1.70	
placement	place.detailed.hpwl	408	um
timing	timing.max_slew.rel_slack	92.4	%
detailed_routing	drt-total-wl	429	um
cells_and_area	num-clock-buffers	0	
detailed_routing	drc	0	
placement	gpl.final_weighted_congestion	0.783	
die	dieHeight	80	um
worst_setup_path	critical_path.cell_chain	dlygate4sd2_1 -> inv_2 -> fa_2 -> inv_2 -> fa_2 -> fa_2 -> inv_2 -> fa_1 -> inv_1 -> clkdlybuf4s50_1	
detailed_routing	route.antenna.remaining_nets	0	
timing	worst_pin_slew	0.114	ns
synth	synth_area	148	um2
synth	synth.yosys.num_cells	18	
grt	grt_use_total	1.32	%
grt	grt_first_pass_wirelength	662	um
grt	largest_net_degree_at_the_start_of_global_routing	2	
die	core-area	3420	um2
worst_setup_path	arrival	2.78	ns
timing	worst_hold_slack	2.28	ns
clocking	postCtsSetupBuffers	0	
synth	syn_inst	18	
die	row_count	21	
worst_setup_path	cp.required	3.04	ns
timing	layout_setup_ws	0.263	ns
die	initCoreUtil	4.32	%
detailed_routing	detailedRoute.firstIterationViolations	0	
timing	setup_repair_after_global_routing_missed_its_margin	false	
status	status	finished, final reports clean	
power_and_ir_drop	leakagePower	0.143	nW
timing	finalMaxSlewViolations	0	
die	ios	14	
timing	timing.final.crit_share	93.1	%
placement	place_worst_setup_slack	-0.186	ns
power_and_ir_drop	post-layout-total-power	0.0377	mW
worst_setup_path	crit_path_top_delay_cell	sky130_fd_sc_hd__clkdlybuf4s50_1	
min_path	hold_path_class	input pin to output pin	
grt	grt_pass1_vias	147	
synth	yosys-stat-area	148	um2
cells_and_area	layout.area.seq	0	um2
worst_setup_path	critical_path_peak_fanout	1	
cells_and_area	syn2layout_area_growth	118	%
worst_setup_path	timing.setup.critical_path_class	input pin to output pin	
die	chip_area	6400	um2
grt	initial_antenna_violation_count	0	
grt	global_route.overflow_total	0	
synth	ys_types	3	
timing	hold_viol	0	
power_and_ir_drop	p_per_area	117	nW/um2
synth	postSynthSeqShare	0	%
cells_and_area	multiInputGateArea	87.6	um2
detailed_routing	detailedRoute.firstPassIterationCount	1	
detailed_routing	routed_wire_length_per_instance	5.80	um
timing	setup_viol	0	
timing	period_minus_slack	3.54	ns
cells_and_area	n_fill_cell	403	
synth	syn-mean-instance-area	8.20	um2
power_and_ir_drop	vdd.ir_drop.worst	34.5	uV
job	warning_count	32	
job	tally_of_max_capacitance_violations	0	
==> metal layers <==
layer	part of all wire (%)	track usage, %	routed length (um)	vias to the layer above
met1	50	1.94	216	52
met5	0	0	0	-
met4	0	0	0	0
met3	27	0.909	115	0
met2	23	1.61	98	14
li1	-	-	-	60
==> final timing paths <==
path | startpoint | to | slack, ns | cells past startpoint
max | Cin | Cout | 0.26 | 10
min | B[3] | Sum[3] | 2.28 | 5
==> layout make-up <==
cell class         count  area share [%]
inverters             10            11.7
repair buffers        14            43.2
multi-input cells      4            27.2
well taps             46            17.9
==> per-stage QoR <==
step                      std cells  util (%)  instance area (um2)
after floorplan                  18         -                  148
after global placement           74      9.23                  315
after detailed placement         74      9.23                  315
after CTS                        74      9.34                  319
after global routing             74      9.41                  322
final                            74      9.41                  322
==> kinds of logic after synthesis <==
group | after synthesis | share of synthesized area [%]
fa+ha+maj | 4 | 54.2
buf+inv | 14 | 45.8
==> what timing repair did <==
item,in CTS,in global routing
pin swaps,3,3
gates resized,11,1
hold buffers,0,0
endpoints found under the setup margin,2,1
==> synth_stat cells <==
cell	n	area, um2
sky130_fd_sc_hd__inv_1	10	37.5
sky130_fd_sc_hd__fa_1	4	80.1
sky130_fd_sc_hd__buf_4	4	30.0
==> placed cells by master (no fill, tap or decap), drive strengths merged <==
| cell | netlist | final |
|---|---|---|
| clkdlybuf4s50 | 0 | 10 |
| dlygate4sd2 | 0 | 3 |
| dlymetal6s2s | 0 | 1 |
| fa | 4 | 4 |
| inv | 10 | 10 |
==> worst max-delay path, delay by kind of cell <==
kind	cells	cell delay, ns
buffers and inverters	6	0.88
adders and majority gates	4	1.14
==> report_power, final <==
| group | internal [mW] | leakage [nW] | switching [mW] |
|---|---|---|---|
| Combinational | 0.0259 | 0.143 | 0.0118 |
| Sequential | 0 | 0 | 0 |
| Clock | 0 | 0 | 0 |
| Total | 0.0259 | 0.143 | 0.0118 |
Power figures rest on the tool's default switching activity, not on a simulated workload.
